==> design.v <==
module ask_modulation(out,Din,clk,reset_n,enable);                 
	input logic Din, clk,reset_n,enable;
	output logic [15:0] out;
	logic [10:0] clk_;
	logic [15:0] w1;
	logic data;
	T_FF tff_1(clk_[0],1'b1,clk);
	T_FF tff_2(clk_[1],1'b1,clk_[0]);
	T_FF tff_3(clk_[2],1'b1,clk_[1]);
	T_FF tff_4(clk_[3],1'b1,clk_[2]);
	T_FF tff_5(clk_[4],1'b1,clk_[3]);
	T_FF tff_6(clk_[5],1'b1,clk_[4]);
	T_FF tff_7(clk_[6],1'b1,clk_[5]);
	T_FF tff_8(clk_[7],1'b1,clk_[6]);
	T_FF tff_9(clk_[8],1'b1,clk_[7]);
	T_FF tff_10(clk_[9],1'b1,clk_[8]);
	T_FF tff_11(clk_[10],1'b1,clk_[9]);
	always_ff @(posedge clk_[8] or negedge reset_n) begin :datablock
		if(~reset_n)
			data <= 0;
		else
			data <= Din;
	end
	ASK ask(w1,data,clk);                     
	mux_16 mux(out,16'h2710,w1,enable);
endmodule
module mux_16(o,i1,i2,s);            
    input [15:0]i1,i2;
    input s;
    output [15:0]o;
    mux mux_1[15:0](o,i1,i2,s);
endmodule
module ASK(out,Din,clk);                 
    input Din,clk;                           
    output [15:0] out;                       
    wire [15:0] wave,HA_wave;                
    wire [5:0]t;                             
    counter count_1(t,clk);                  
    sine_wave_generator SWG(wave,t);                         
    mult_16 mult_1(HA_wave,wave,16'b0000000000001010);       
    mux_16 mux_1(out,16'b0010011100010000,HA_wave,Din);      
endmodule
module mult_16(prod,a,b);
    input [15:0]a,b;
    output [15:0] prod;
    wire [31:0]p;                        
    wire [31:0]w0,w1,w2,w3,w4,w5,w6,w7,w8,w9,w10,w11,w12,w13,w14,w15;  
    wire [31:0]s0,s1,s2,s3,s4,s5,s6,s7;
    wire [31:0]x0,x1,x2,x3;
    wire [31:0]y0,y1;
    andgat and_0[15:0](w0[31:16],16'b0,16'b0);           
    andgat and_1[14:0](w1[31:17],15'b0,15'b0);           
    andgat and_1_1(w1[0],1'b0,1'b0);
    andgat and_2[13:0](w2[31:18],14'b0,14'b0);           
    andgat and_2_1[1:0](w2[1:0],2'b0,2'b0);
    andgat and_3[12:0](w3[31:19],13'b0,13'b0);           
    andgat and_3_1[2:0](w3[2:0],3'b0,3'b0);
    andgat and_4[11:0](w4[31:20],12'b0,12'b0);           
    andgat and_4_1[3:0](w4[3:0],4'b0,4'b0);
    andgat and_5[10:0](w5[31:21],11'b0,11'b0);           
    andgat and_5_1[4:0](w5[4:0],5'b0,5'b0);
    andgat and_6[9:0](w6[31:22],10'b0,10'b0);            
    andgat and_6_1[5:0](w6[5:0],6'b0,6'b0);
    andgat and_7[8:0](w7[31:23],9'b0,9'b0);              
    andgat and_7_1[6:0](w7[6:0],7'b0,7'b0);
    andgat and_8[7:0](w8[31:24],8'b0,8'b0);              
    andgat and_8_1[7:0](w8[7:0],8'b0,8'b0);
    andgat and_9[6:0](w9[31:25],7'b0,7'b0);              
    andgat and_9_1[8:0](w9[8:0],9'b0,9'b0);
    andgat and_10[5:0](w10[31:26],6'b0,6'b0);            
    andgat and_10_1[9:0](w10[9:0],10'b0,10'b0);
    andgat and_11[4:0](w11[31:27],5'b0,5'b0);            
    andgat and_11_1[10:0](w11[10:0],11'b0,11'b0);
    andgat and_12[3:0](w12[31:28],4'b0,4'b0);            
    andgat and_12_1[11:0](w12[11:0],12'b0,12'b0);
    andgat and_13[2:0](w13[31:29],3'b0,3'b0);            
    andgat and_13_1[12:0](w13[12:0],13'b0,13'b0);
    andgat and_14[1:0](w14[31:30],2'b0,2'b0);            
    andgat and_14_1[13:0](w14[13:0],14'b0,14'b0);
    andgat and_15(w15[31],1'b0,1'b0);                    
    andgat and_15_1[14:0](w15[14:0],15'b0,15'b0);
    mux_16 mux_0(w0[15:0],16'b0,a,b[0]);                 
    mux_16 mux_1(w1[16:1],16'b0,a,b[1]);
    mux_16 mux_2(w2[17:2],16'b0,a,b[2]);
    mux_16 mux_3(w3[18:3],16'b0,a,b[3]);
    mux_16 mux_4(w4[19:4],16'b0,a,b[4]);
    mux_16 mux_5(w5[20:5],16'b0,a,b[5]);
    mux_16 mux_6(w6[21:6],16'b0,a,b[6]);
    mux_16 mux_7(w7[22:7],16'b0,a,b[7]);
    mux_16 mux_8(w8[23:8],16'b0,a,b[8]);
    mux_16 mux_9(w9[24:9],16'b0,a,b[9]);
    mux_16 mux_10(w10[25:10],16'b0,a,b[10]);
    mux_16 mux_11(w11[26:11],16'b0,a,b[11]);
    mux_16 mux_12(w12[27:12],16'b0,a,b[12]);
    mux_16 mux_13(w13[28:13],16'b0,a,b[13]);
    mux_16 mux_14(w14[29:14],16'b0,a,b[14]);
    mux_16 mux_15(w15[30:15],16'b0,a,b[15]);
    adder_32b add_0(s0,w0,w1);                       
    adder_32b add_1(s1,w2,w3);
    adder_32b add_2(s2,w4,w5);
    adder_32b add_3(s3,w6,w7);
    adder_32b add_4(s4,w8,w9);
    adder_32b add_5(s5,w10,w11);
    adder_32b add_6(s6,w12,w13);
    adder_32b add_7(s7,w14,w15);
    adder_32b add_8(x0,s0,s1);
    adder_32b add_9(x1,s2,s3);
    adder_32b add_10(x2,s4,s5);
    adder_32b add_11(x3,s6,s7);
    adder_32b add_12(y0,x0,x1);
    adder_32b add_13(y1,x2,x3);
    adder_32b add_14(p,y0,y1);
    andgat and_32_to_16[15:0](prod,p[15:0],16'b1111111111111111);
endmodule
module full_adder_4b(s,c,i1,i2,cin);         
    input [3:0]i1,i2;
    input cin;
    output [3:0]s;
    output c;
    wire c1,c2,c3;
    full_adder full_adder_1(s[0],c1,i1[0],i2[0],cin);
    full_adder full_adder_2(s[1],c2,i1[1],i2[1],c1);
    full_adder full_adder_3(s[2],c3,i1[2],i2[2],c2);
    full_adder full_adder_4(s[3],c,i1[3],i2[3],c3);
endmodule
module full_adder(s,c,i1,i2,cin);            
    input i1,i2,cin;
    output s,c;
    wire s1,c1,c2;
    half_adder HF_1(s1,c1,i1,i2);
    half_adder HF_2(s,c2,s1,cin);
    or(c,c1,c2);
endmodule
module half_adder(s,c,i1,i2);                
    input i1,i2;
    output s,c;
    xor(s,i1,i2);
    and(c,i1,i2);
endmodule
module adder_32b(s,i1,i2);                   
    input [31:0]i1,i2;
    output [31:0]s;
    wire c;
    wire c1,c2,c3,c4,c5,c6,c7;
    adder_4b adder_4b_1(s[3:0],c1,i1[3:0],i2[3:0]);
    full_adder_4b full_adder_4b_1(s[7:4],c2,i1[7:4],i2[7:4],c1);
    full_adder_4b full_adder_4b_2(s[11:8],c3,i1[11:8],i2[11:8],c2);
    full_adder_4b full_adder_4b_3(s[15:12],c4,i1[15:12],i2[15:12],c3);
    full_adder_4b full_adder_4b_4(s[19:16],c5,i1[19:16],i2[19:16],c4);
    full_adder_4b full_adder_4b_5(s[23:20],c6,i1[23:20],i2[23:20],c5);
    full_adder_4b full_adder_4b_6(s[27:24],c7,i1[27:24],i2[27:24],c6);
    full_adder_4b full_adder_4b_7(s[31:28],c,i1[31:28],i2[31:28],c7);
endmodule
module andgat(o,a,b);                    
    input a,b;
    output o;
    wire x;
    nand(x,a,b);
    nand(o,x,x);
endmodule
module counter(out,clk);             
    input clk;
    output [5:0]out;
    wire [5:0]out_;
    T_FF tff_1(out_[0],1'b1,clk);
    T_FF tff_2(out_[1],1'b1,out_[0]);
    T_FF tff_3(out_[2],1'b1,out_[1]);
    T_FF tff_4(out_[3],1'b1,out_[2]);
    T_FF tff_5(out_[4],1'b1,out_[3]);
    T_FF tff_6(out_[5],1'b1,out_[4]);
    not(out[0],out_[0]);
    not(out[1],out_[1]);
    not(out[2],out_[2]);
    not(out[3],out_[3]);
    not(out[4],out_[4]);
    not(out[5],out_[5]);
endmodule
module mux(o,i1,i2,s);                   
    input i1,i2,s;
    output o;
    wire x1,x2,sc;
    not(sc,s);
    and(x1,i1,sc);
    and(x2,i2,s);
    or(o,x1,x2);
endmodule
module mux_16_4w(o,i1,i2,i3,i4,s);   
    input [15:0]i1,i2,i3,i4;
    input [1:0]s;
    output [15:0]o;
    wire [15:0]w1,w2;
    mux_16 mux_1(w1,i1,i2,s[0]);
    mux_16 mux_2(w2,i3,i4,s[0]);
    mux_16 mux_3(o,w1,w2,s[1]);
endmodule
module mux_16_8w(o,i1,i2,i3,i4,i5,i6,i7,i8,s);   
    input [15:0]i1,i2,i3,i4,i5,i6,i7,i8;
    input [2:0]s;
    output [15:0]o;
    wire [15:0]x1,x2,x3,x4;
    wire [15:0]y1,y2;
    mux_16 mux_16_1(x1,i1,i2,s[0]);
    mux_16 mux_16_2(x2,i3,i4,s[0]);
    mux_16 mux_16_3(x3,i5,i6,s[0]);
    mux_16 mux_16_4(x4,i7,i8,s[0]);
    mux_16 mux_16_5(y1,x1,x2,s[1]);
    mux_16 mux_16_6(y2,x3,x4,s[1]);
    mux_16 mux_16_7(o,y1,y2,s[2]);
endmodule
module mux_16_64w(o,i1,i2,i3,i4,i5,i6,i7,i8,i9,i10,i11,i12,i13,i14,i15,i16,i17,i18,i19,i20,i21,i22,i23,i24,i25,i26,i27,i28,i29,i30,i31,i32,i33,i34,i35,i36,i37,i38,i39,i40,i41,i42,i43,i44,i45,i46,i47,i48,i49,i50,i51,i52,i53,i54,i55,i56,i57,i58,i59,i60,i61,i62,i63,i64,s);
    input [15:0]i1,i2,i3,i4,i5,i6,i7,i8,i9,i10,i11,i12,i13,i14,i15,i16,i17,i18,i19,i20,i21,i22,i23,i24,i25,i26,i27,i28,i29,i30,i31,i32,i33,i34,i35,i36,i37,i38,i39,i40,i41,i42,i43,i44,i45,i46,i47,i48,i49,i50,i51,i52,i53,i54,i55,i56,i57,i58,i59,i60,i61,i62,i63,i64;
    input [5:0]s;
    output [15:0]o;
    wire [15:0]x1,x2,x3,x4,x5,x6,x7,x8;
    mux_16_8w mux_16_8w_1(x1,i1,i2,i3,i4,i5,i6,i7,i8,s[2:0]);
    mux_16_8w mux_16_8w_2(x2,i9,i10,i11,i12,i13,i14,i15,i16,s[2:0]);
    mux_16_8w mux_16_8w_3(x3,i17,i18,i19,i20,i21,i22,i23,i24,s[2:0]);
    mux_16_8w mux_16_8w_4(x4,i25,i26,i27,i28,i29,i30,i31,i32,s[2:0]);
    mux_16_8w mux_16_8w_5(x5,i33,i34,i35,i36,i37,i38,i39,i40,s[2:0]);
    mux_16_8w mux_16_8w_6(x6,i41,i42,i43,i44,i45,i46,i47,i48,s[2:0]);
    mux_16_8w mux_16_8w_7(x7,i49,i50,i51,i52,i53,i54,i55,i56,s[2:0]);
    mux_16_8w mux_16_8w_8(x8,i57,i58,i59,i60,i61,i62,i63,i64,s[2:0]);
    mux_16_8w mux_16_8w_9(o,x1,x2,x3,x4,x5,x6,x7,x8,s[5:3]);
endmodule
module sine_wave_generator(o,t);
    input [5:0]t;
    output [15:0]o;
    reg [15:0] i1,i2,i3,i4,i5,i6,i7,i8,i9,i10,i11,i12,i13,i14,i15,i16,i17,i18,i19,i20,i21,i22,i23,i24,i25,i26,i27,i28,i29,i30,i31,i32,i33,i34,i35,i36,i37,i38,i39,i40,i41,i42,i43,i44,i45,i46,i47,i48,i49,i50,i51,i52,i53,i54,i55,i56,i57,i58,i59,i60,i61,i62,i63,i64;
    mux_16_64w mux_1(o,i1,i2,i3,i4,i5,i6,i7,i8,i9,i10,i11,i12,i13,i14,i15,i16,i17,i18,i19,i20,i21,i22,i23,i24,i25,i26,i27,i28,i29,i30,i31,i32,i33,i34,i35,i36,i37,i38,i39,i40,i41,i42,i43,i44,i45,i46,i47,i48,i49,i50,i51,i52,i53,i54,i55,i56,i57,i58,i59,i60,i61,i62,i63,i64,t);
    initial
    begin
    i1=1000;                
    i2=1098;
    i3=1195;
    i4=1290;
    i5=1383;
    i6=1471;
    i7=1556;
    i8=1634;
    i9=1707;
    i10=1773;
    i11=1831;
    i12=1882;
    i13=1924;
    i14=1957;
    i15=1981;
    i16=1995;
    i17=2000;
    i18=1995;
    i19=1981;
    i20=1957;
    i21=1924;
    i22=1882;
    i23=1831;
    i24=1773;
    i25=1707;
    i26=1634;
    i27=1556;
    i28=1471;
    i29=1383;
    i30=1290;
    i31=1195;
    i32=1098;
    i33=1000;
    i34=902;
    i35=805;
    i36=710;
    i37=617;
    i38=529;
    i39=444;
    i40=366;
    i41=293;
    i42=227;
    i43=169;
    i44=118;
    i45=76;
    i46=43;
    i47=19;
    i48=5;
    i49=0;
    i50=5;
    i51=19;
    i52=43;
    i53=76;
    i54=118;
    i55=169;
    i56=227;
    i57=293;
    i58=366;
    i59=444;
    i60=529;
    i61=617;
    i62=710;
    i63=805;
    i64=902;
    end
endmodule
module T_FF(q,t,clk);            
    input t,clk;
    output q;
    reg q;
    initial
    begin
        q=0;
    end
    always @(posedge clk)
    begin
        if(t==1)
            q=~q; 
    end
endmodule
module adder_4b(s,c,i1,i2);                      
    input [3:0]i1,i2;
    output [3:0]s;
    output c;
    wire c1,c2,c3;
    half_adder half_adder_1(s[0],c1,i1[0],i2[0]);
    full_adder full_adder_1(s[1],c2,i1[1],i2[1],c1);
    full_adder full_adder_2(s[2],c3,i1[2],i2[2],c2);
    full_adder full_adder_3(s[3],c,i1[3],i2[3],c3);
endmodule
==> run.sh <==
#!/bin/bash
# OpenROAD 26Q1-2900-gdf79404cd8, Yosys 0.63+post, stock flow scripts
make -C /OpenROAD-flow-scripts/flow DESIGN_CONFIG=/design/flow/config.mk WORK_HOME=/design/flow/orfs finish
==> constraint.sdc <==
current_design ask_modulation

set clk_period 9.2
set clk_io_pct 0.2

create_clock -name clk0 -period $clk_period [get_ports {clk}]

set non_clock_inputs [all_inputs -no_clocks]
set_input_delay [expr $clk_period * $clk_io_pct] -clock clk0 $non_clock_inputs
set_output_delay [expr $clk_period * $clk_io_pct] -clock clk0 [all_outputs]
==> config.mk <==
export PLATFORM = sky130hd
export DESIGN_NAME = ask_modulation
export DESIGN_NICKNAME = ask_modulation
export VERILOG_FILES = /design/flow/design.v
export SDC_FILE = /design/flow/constraint.sdc
export NUM_CORES = 4
export LEC_CHECK = 1
export CORE_AREA = 10 10 112 112
export DIE_AREA = 0 0 122 122
==> deck_impl_summary.md <==
Synthesis and Place & Route Summary

Pwr
  • Switching power: 0.00704 mW
  • Seq pwr share: 0.189
  • Switching Share: 0.152
  • Worst VDD drop: 20.8 µV
  • Combinational group share of total power: 0.084
  • Total power: approximately 0.046 mW
  • P_int: 0.0393 mW
  • Clock share of power: 0.726
  • P_leak: about 0.85 nW
  • Cell Pwr Density: 21.6 nW/µm²

Logic synthesis
  • Cell area after synthesis: between 2000 and 2500 µm²
  • Most instantiated cells after synthesis: buf_4 (18), inv_1 (16), dfxtp_1 (15)
  • Synth area leader: dfxtp_1
  • Post-synth regs: 16
  • Ys cells: 230
  • Post-Syn Area per Cell: 8.70 µm²
  • Top cell area share: 0.150
  • Yosys cell types: a little under 60
  • Ys async rst share: 0.0625
  • Count leader, synth: buf_4
  • Count of warnings emitted by yosys: 3
  • Yosys stat area: roughly 2000 µm²
  • Register share after synthesis: 0.163
  • Top cells by area: dfxtp_1 (15%), fa_1 (8.0%), mux4_2 (7.9%), ha_1 (6.9%), buf_4 (6.8%)
  • Post-synth EDFFs: 0
  • Synth Instances: around 230
  • Dominant flop cell: dfxtp_1

Drt
  • WL per Instance: 12.3 µm
  • DR DRC count: 0
  • Iter 0 DRT Violations: 104
  • Vias: 1543
  • Total Wirelength: between 4 and 5 mm
  • Vias/cell: between 4 and 5
  • Pre-Repair DR Iteration Count: 6
  • Final ANT Viol Nets: 0
  • Ant diodes: 0

Timing
  • Final setup fails: 0
  • Final period util: 0.887
  • Sum Neg Setup Slack: 0 ns
  • Final Max Slew Viols: 0
  • Setup Skew: 0 ns
  • Register pins left without a clock: 14
  • Fmax: about 120 MHz
  • Tmin final: between 8 and 9 ns
  • Final WS setup: 1.04 ns
  • Hold violation total from the final report: 0
  • Slew margin rel.: 0.536
  • Endpoints left unconstrained: 14
  • Least-Margin Pin Slew: between 0.6 and 0.7 ns
  • RSZ-0062 raised after global routing: false

Cells and area
  • Final Instance Area: roughly 2100 µm²
  • Share of cells above drive strength 1: 0.123
  • Comb. cell area: about 1400 µm²
  • Fill count: between 1000 and 1500
  • P&R area growth vs syn: 7.38%
  • Register area: 325 µm²
  • Final core occ: 0.210

Placement
  • Post-DP HPWL: between 3 and 4 mm
  • Routability cong.: around 0.91
  • Post-placement cell area: 2110 µm²
  • PortBufs: 17
  • Pre-CTS setup slack: 1.27 ns

Critical path
  • Setup crit start kind: flop
  • Worst setup EP type: output port
  • Setup crit end: out[13]
  • CP max FO: 13
  • CP Launch Point: ask.count_1.tff_1.q
  • R2R Setup Slk: between 8 and 9 ns
  • Worst r2r src: ask.count_1.tff_1.q
  • Crit path kind: flop to output port
  • Worst flop-to-flop path endpoint: ask.count_1.tff_1.q
  • Crit path DRT: 7.36 ns
  • CP arrival: about 6.3 ns
  • Reg2reg path depth: 1

Global route
  • Gr ovfl total: 0
  • Initial antenna violation count: 0
  • Largest net degree at the start of global routing: roughly 57
  • GRT Overall Usage: 0.0604
  • Wire length of the first global-routing pass: around 7.5 mm
  • Vias in the first global route: roughly 1500

Floorplanning
  • Die X: 122 µm
  • Fp util: 0.196
  • Die ar.: 14900 µm²
  • Die Height: ~120 µm
  • # IOs: 20
  • Num rows: 37
  • Core Region: 10200 µm²

Clocking
  • CTS tree: built
  • Reg clk slew, reported paths: around 0.030 ns
  • Root Buffer: clkbuf_8
  • Worst-case clock buffer depth: 2
  • CTS buffer count: 3
  • Hold_buf cts: 0
  • Post_cts resized: 0
  • Skew-Pair Late Insertion Delay: roughly 0.21 ns
  • Post-CTS setup buffers: 0
  • H-tree depth: 1

Run
  • OpenROAD warnings: 32
  • Total of max-cap violations: 0

Worst hold path
  • Hold_sp: tff_1.q
  • Worst min path class: flop to flop

Outcome
  • Status: completed
==> layout make-up <==
type,instances,share of cell area
sequential,16,0.151
inverter,19,0.0332
multi-input combinational,162,0.631
tap,136,0.0792
clock buffer,3,0.0192
timing repair buffer,19,0.0862
==> registers in the layout, indices dropped and copies added (netlist names) <==
signal / cells
ask.count_1.tff_3.q: 1
ask.count_1.tff_6.q: 1
ask.count_1.tff_1.q: 1
ask.count_1.tff_4.q: 1
tff_2.q: 1
tff_8.q: 1
ask.count_1.tff_2.q: 1
tff_3.q: 1
ask.count_1.tff_5.q: 1
tff_4.q: 1
tff_1.q: 1
tff_9.q: 1
tff_6.q: 1
tff_7.q: 1
data: 1
tff_5.q: 1
==> kinds of logic after synthesis <==
| logic type | synth area share |
|---|---|
| AOI/OAI and AO/OA | 0.211 |
| other | 0.00187 |
| buffers and inverters | 0.162 |
| muxes | 0.127 |
| and+or+nand+nor | 0.186 |
| DFF | 0.163 |
| adders and majority gates | 0.149 |
==> power by group through the flow <==
stage / Clock [mW] / Sequential, mW / Combinational (mW)
CTS: 0.0349 / 0.00878 / 0.00405
global route: 0.0360 / 0.00877 / 0.00444
finish: 0.0337 / 0.00878 / 0.00391
==> through the flow <==
| step | instances | hold slack, ns |
|---|---|---|
| finish | 355 | 0.368 |
| global route | 355 | 0.382 |
| CTS | 355 | 0.374 |
| detailed placement | 352 | 0.360 |
| global placement | 352 | 0.360 |
| floorplan | 231 | 0.350 |
==> placed cells by master (no fill, tap or decap), types with 3 or more instances in the layout <==
cell	count
a21o_1	3
inv_1	16
inv_2	3
o31ai_1	5
a211oi_1	4
clkbuf_8	3
o21ai_1	6
o31a_1	3
nor2b_1	8
nand3_1	5
ha_1	11
mux4_2	7
o21ai_0	4
dfxtp_1	15
nand2_1	9
clkdlybuf4s50_1	17
a211o_1	3
nor2_1	12
mux2i_1	7
a21oi_1	10
nand2b_1	6
or2_2	6
and3_1	6
fa_1	8
==> metal layers <==
metal | track usage | routed length, µm | up-vias
met3 | 0.0146 | 374 | 0
met1 | 0.0955 | 2170 | 704
met4 | 0.00373 | 0 | 0
met5 | 0 | 0 | -
met2 | 0.0845 | 1830 | 62
li1 | - | - | 777
==> how the worst min path moves through the flow <==
stage / end / depth (start not counted)
6_report: tff_1.q / 1
5_1_grt: tff_1.q / 1
4_1_cts: tff_1.q / 1
==> critical path, cell delays in order (launching register included) <==
cell             delay [ns]
dfxtp_1                0.54
inv_1                  0.20
ha_1                   0.49
nor2_1                 0.37
a21oi_1                0.07
mux4_2                 0.52
o21a_1                 0.22
fa_1                   0.38
inv_1                  0.07
fa_1                   0.17
fa_1                   0.20
fa_1                   0.16
inv_1                  0.05
fa_1                   0.38
fa_1                   0.39
fa_1                   0.39
fa_1                   0.37
ha_1                   0.19
ha_1                   0.26
or2_2                  0.28
clkdlybuf4s50_1        0.40
Power and IR drop assume default switching activity.
